File: flow/config.mk
export PLATFORM = sky130hd
export DESIGN_NAME = multicast_multiplier
export DESIGN_NICKNAME = multicast_multiplier
export VERILOG_FILES = /design/flow/design.v
export SDC_FILE = /design/flow/constraint.sdc
export NUM_CORES = 4
export LEC_CHECK = 1
export CORE_UTILIZATION = 40
File: flow/constraint.sdc
current_design multicast_multiplier

set clk_period 14.8
set clk_io_pct 0.2

create_clock -name clk0 -period $clk_period

set non_clock_inputs [all_inputs -no_clocks]
set_input_delay [expr $clk_period * $clk_io_pct] -clock clk0 $non_clock_inputs
set_output_delay [expr $clk_period * $clk_io_pct] -clock clk0 [all_outputs]
File: flow/run.sh
#!/bin/bash
# OpenROAD 26Q1-2900-gdf79404cd8, Yosys 0.63+post, stock flow scripts
make -C /OpenROAD-flow-scripts/flow DESIGN_CONFIG=/design/flow/config.mk WORK_HOME=/design/flow/orfs finish
File: flow/design.v
`timescale 1ns / 1ps
module multicast_multiplier(
                            input wire [31:0] scA_i,
                            input wire [127:0] rowB_i,
                            output wire [127:0] rowC_o
    );
logic [31:0] scA_sig;
integer rowB_arr[0:3], rowC_arr [0:3];
assign scA_sig = scA_i;
assign rowC_o[127:96] = rowB_i[127:96] * scA_sig;
assign rowC_o[95:64]  = rowB_i[95:64] * scA_sig; 
assign rowC_o[63:32]  = rowB_i[63:32] * scA_sig;
assign rowC_o[31:0]   = rowB_i[31:0] * scA_sig;
endmodule
==> run notes <==
impl run done, here's what came out: Compound Share, Synth 3.10%, number of cell rows 145, chip area 0.159 mm², synthesis-to-finish area growth 8.20%, post-route ant nets 0, Final Hold Viols 0, Tcrit/Tclk final 96.8%, syn avg cell area 9.00 µm², hold-fix buffers at CTS 0, number of global-route vias before repair 50100, Worst Setup End Kind primary output, drt pass-1 iters 5, Mux area share 0.0159%, number of OpenROAD warnings 32, Logic family by area adder cells, Sequential Area 0 µm², Max-cap violations 0, Period minus WS final 14330 ps, status finished clean, DRT Wirelength 173000 µm, # IOs 288, Simple Share, Synth 18.9%, XOR/XNOR Area Share 4.73%, sequential share of the synthesized area 0%, Yosys chip area 0.0630 mm², Iter 0 DRT Violations 1734, Syn Inst Count 6993, fraction of layout cells with a size suffix above 1 2.98%, Total GRT Usage 24.6%, global-route wire length before repair 280000 µm, Fin Setup TNS 0 ps, Adder Share, Synth 61.7%, yosys cell count 6993, postcts setup bufs 0, Core Util, Final 43.6%, clkbuf count 0, via count 44700, Worst Tran Pin Value 1150 ps, initial antenna violation count 30, Final Setup Violations 0, crit start category primary input, Congestion Overflow GR 0, PortBufs 288, DRC violations left 0, Core Area 0.156 mm², routed length per instance 18.9 µm, largest net degree at the start of global routing 80, post-synthesis cell type count 70, Post-Syn Area 0.0630 mm², die height 399 µm, flop count 0, fp_density 40.3%, WP data arrival 11370 ps, Crit Path Max Fanout 16, yosys warning tally 0, WP data required 11840 ps, dominant logic cell type in the layout fa_1, Placer Congestion 0.930, max frequency 69.8 MHz, number of vias per cell 4.91, estimated wirelength of the detail-placed design 144000 µm, RSZ-0062 raised after global routing no, worst min-delay path class primary input to primary output, post-CTS resize count 0, most frequent logic cells in the routed design fa_1 (1632), inv_1 (1544), and2_1 (1212), nand2_1 (957), ha_1 (492), Final Max-Slew Violation Tally 0, die width 399 µm, Setup Crit Path Kind primary input to primary output, Max-slew headroom 23.1%
-- kinds of logic after synthesis --
| group | after synthesis |
|---|---|
| AOI/OAI and AO/OA | 277 |
| xor gates and xnor gates | 340 |
| adders and majority gates | 2124 |
| muxes | 1 |
| buffers and inverters | 1946 |
| and+or+nand+nor | 2305 |
-- stage by stage --
stage	area, µm²	setup WS (ps)	hold WS, ps	instances
3_3_place_gp	68100	683	7000	9094
6_report	68100	475	6980	9107
2_1_floorplan	63000	2220	6000	6993
5_1_grt	68100	116	7020	9103
3_5_place_dp	68100	665	6990	9094
4_1_cts	68100	640	6990	9094
-- Yosys cell counts (2+ instances only) --
cell type,instances,area (µm²)
ha_1,492,6160
and4_1,3,26.3
a221o_1,2,20.0
or2_2,4,25.0
buf_1,2,7.51
nand2b_1,9,56.3
a211oi_1,14,105
a221oi_1,3,26.3
clkbuf_1,398,1490
a21oi_2,3,26.3
nor4_1,4,25.0
and2_1,1212,7580
nand2_1,957,3590
o21ai_0,41,205
a21o_1,38,285
o31ai_1,4,30.0
nor2_1,45,169
nand4_1,7,43.8
nor2b_1,7,43.8
a31o_2,2,17.5
o21a_2,2,17.5
buf_2,2,10.0
xor2_1,72,631
o22ai_1,2,12.5
a2111o_1,2,22.5
xnor2_1,268,2350
a21boi_0,3,22.5
a41oi_1,3,26.3
inv_1,1544,5800
o21ai_2,4,35.0
o21bai_1,11,82.6
a211o_1,7,61.3
nor3_1,21,105
o21ai_1,3,15.0
a21oi_1,85,425
or3_1,3,18.8
and3_1,6,37.5
o21a_1,10,75.1
fa_1,1632,32700
o211ai_1,9,67.6
nand3_1,22,110
a31oi_1,7,43.8
-- layer usage --
layer	routed length, µm	share of wire [%]	vias to the layer above	global-route usage (%)
met4	3870	2.2	28	4.10
met5	184	0.11	-	1.06
li1	-	-	20200	-
met3	18300	11	201	10.5
met1	67200	39	22800	33.2
met2	83000	48	1509	38.7
-- cell type report --
class                           count  area [µm²]
Multi-Input combinational cell   5047       55600
Inverter                         1544        5800
Fill cell                       14900       88100
Timing Repair Buffer              445        4070
Antenna cell                       13        32.5
Tap cell                         2058        2570
-- worst max-delay path: stages --
cell             delay, ps
clkdlybuf4s50_1        800
and2_1                 380
fa_1                   530
inv_1                   50
fa_1                   500
fa_1                   460
fa_1                   550
inv_1                   50
fa_1                   500
inv_1                   60
fa_1                   530
inv_1                   50
fa_1                   490
fa_1                   410
ha_1                   380
nand3_1                210
o31ai_1                280
a31oi_1                100
a31oi_1                270
a21oi_1                 90
a21oi_1                620
xor2_1                 520
clkdlybuf4s50_1        580
-- worst paths after layout --
check	startpoint	end	slack [ps]	cells after the start
setup / recovery	rowB_i[48]	rowC_o[61]	470	23
hold / removal	scA_i[0]	rowC_o[32]	6980	3
